### flow/run.sh
#!/bin/bash
# OpenROAD 26Q1-2900-gdf79404cd8, Yosys 0.63+post, stock flow scripts
make -C /OpenROAD-flow-scripts/flow DESIGN_CONFIG=/design/flow/config.mk WORK_HOME=/design/flow/orfs finish
### flow/config.mk
export PLATFORM = sky130hd
export DESIGN_NAME = decoder6x64
export DESIGN_NICKNAME = decoder6x64
export VERILOG_FILES = /design/flow/design.v
export SDC_FILE = /design/flow/constraint.sdc
export NUM_CORES = 4
export LEC_CHECK = 1
export CORE_AREA = 10 10 70 70
export DIE_AREA = 0 0 80 80
### flow/constraint.sdc
current_design decoder6x64

set clk_period 1.4
set clk_io_pct 0.2

create_clock -name clk0 -period $clk_period

set non_clock_inputs [all_inputs -no_clocks]
set_input_delay [expr $clk_period * $clk_io_pct] -clock clk0 $non_clock_inputs
set_output_delay [expr $clk_period * $clk_io_pct] -clock clk0 [all_outputs]
### flow/design.v
module decoder6x64 (in0, in1, in2, in3, in4, in5, out);
    input in0, in1, in2, in3, in4, in5;
    wire nw0, nw1, nw2, nw3, nw4, nw5;
    output [63:00] out;
    not #1(nw0, in0);
    not #1(nw1, in1);
    not #1(nw2, in2);
    not #1(nw3, in3);
    not #1(nw4, in4);
    not #1(nw5, in5);
and #4 (out[0], in5, in4, in3, in2, in1, in0);
and #4 (out[1], in5, in4, in3, in2, in1, nw0);
and #4 (out[2], in5, in4, in3, in2, nw1, in0);
and #4 (out[3], in5, in4, in3, in2, nw1, nw0);
and #4 (out[4], in5, in4, in3, nw2, in1, in0);
and #4 (out[5], in5, in4, in3, nw2, in1, nw0);
and #4 (out[6], in5, in4, in3, nw2, nw1, in0);
and #4 (out[7], in5, in4, in3, nw2, nw1, nw0);
and #4 (out[8], in5, in4, nw3, in2, in1, in0);
and #4 (out[9], in5, in4, nw3, in2, in1, nw0);
and #4 (out[10], in5, in4, nw3, in2, nw1, in0);
and #4 (out[11], in5, in4, nw3, in2, nw1, nw0);
and #4 (out[12], in5, in4, nw3, nw2, in1, in0);
and #4 (out[13], in5, in4, nw3, nw2, in1, nw0);
and #4 (out[14], in5, in4, nw3, nw2, nw1, in0);
and #4 (out[15], in5, in4, nw3, nw2, nw1, nw0);
and #4 (out[16], in4, nw4, in3, in2, in1, in0);
and #4 (out[17], in4, nw4, in3, in2, in1, nw0);
and #4 (out[18], in4, nw4, in3, in2, nw1, in0);
and #4 (out[19], in4, nw4, in3, in2, nw1, nw0);
and #4 (out[20], in4, nw4, in3, nw2, in1, in0);
and #4 (out[21], in4, nw4, in3, nw2, in1, nw0);
and #4 (out[22], in4, nw4, in3, nw2, nw1, in0);
and #4 (out[23], in4, nw4, in3, nw2, nw1, nw0);
and #4 (out[24], in4, nw4, nw3, in2, in1, in0);
and #4 (out[25], in4, nw4, nw3, in2, in1, nw0);
and #4 (out[26], in4, nw4, nw3, in2, nw1, in0);
and #4 (out[27], in4, nw4, nw3, in2, nw1, nw0);
and #4 (out[28], in4, nw4, nw3, nw2, in1, in0);
and #4 (out[29], in4, nw4, nw3, nw2, in1, nw0);
and #4 (out[30], in4, nw4, nw3, nw2, nw1, in0);
and #4 (out[31], in4, nw4, nw3, nw2, nw1, nw0);
and #4 (out[32], nw5, in4, in3, in2, in1, in0);
and #4 (out[33], nw5, in4, in3, in2, in1, nw0);
and #4 (out[34], nw5, in4, in3, in2, nw1, in0);
and #4 (out[35], nw5, in4, in3, in2, nw1, nw0);
and #4 (out[36], nw5, in4, in3, nw2, in1, in0);
and #4 (out[37], nw5, in4, in3, nw2, in1, nw0);
and #4 (out[38], nw5, in4, in3, nw2, nw1, in0);
and #4 (out[39], nw5, in4, in3, nw2, nw1, nw0);
and #4 (out[40], nw5, in4, nw3, in2, in1, in0);
and #4 (out[41], nw5, in4, nw3, in2, in1, nw0);
and #4 (out[42], nw5, in4, nw3, in2, nw1, in0);
and #4 (out[43], nw5, in4, nw3, in2, nw1, nw0);
and #4 (out[44], nw5, in4, nw3, nw2, in1, in0);
and #4 (out[45], nw5, in4, nw3, nw2, in1, nw0);
and #4 (out[46], nw5, in4, nw3, nw2, nw1, in0);
and #4 (out[47], nw5, in4, nw3, nw2, nw1, nw0);
and #4 (out[48], nw5, nw4, in3, in2, in1, in0);
and #4 (out[49], nw5, nw4, in3, in2, in1, nw0);
and #4 (out[50], nw5, nw4, in3, in2, nw1, in0);
and #4 (out[51], nw5, nw4, in3, in2, nw1, nw0);
and #4 (out[52], nw5, nw4, in3, nw2, in1, in0);
and #4 (out[53], nw5, nw4, in3, nw2, in1, nw0);
and #4 (out[54], nw5, nw4, in3, nw2, nw1, in0);
and #4 (out[55], nw5, nw4, in3, nw2, nw1, nw0);
and #4 (out[56], nw5, nw4, nw3, in2, in1, in0);
and #4 (out[57], nw5, nw4, nw3, in2, in1, nw0);
and #4 (out[58], nw5, nw4, nw3, in2, nw1, in0);
and #4 (out[59], nw5, nw4, nw3, in2, nw1, nw0);
and #4 (out[60], nw5, nw4, nw3, nw2, in1, in0);
and #4 (out[61], nw5, nw4, nw3, nw2, in1, nw0);
and #4 (out[62], nw5, nw4, nw3, nw2, nw1, in0);
and #4 (out[63], nw5, nw4, nw3, nw2, nw1, nw0);
endmodule  
==> impl_metrics.ini <==
; yosys + openroad results
[critical_path]
critPathBufInv = 3
cp-end-kind = output pin
path_delay_family = simple AND/OR/NAND/NOR gates
startpoint = in2
critical_path.max_fanout = 5
cp.required_ps = 1120
crit_path_start_kind = primary input
crit_arrival_ps = 1270
cpPeakStageDelay_ps = 570
crit_slowest_cell = or4b_4
crit_chain = buf_12, or4b_4, buf_6, nor2_4, buf_2
worstSetupPathType = primary input to output pin

[drt]
n_antenna_cell = 0
vias = 844
ant_nets = 0
drt_iter0_markers = 4
viasPerCell = 3.94
drcViolationCount = 0
dr.pass1.iters = 3
drt_wl_total_um = 3150
wl_per_cell_um = 14.7

[final_layout]
seqCellArea_um2 = 0
fin_cells = 214
clkbuf_count = 0
stdcell_area_mm2 = 0.00140
design.seq.count = 0
final_core_util_pct = 41.0
area_growth_pct = 182
drive_above_1_share_pct = 71.4

[pwr]
totalPowerFinal_uw = 264
p_per_area_mw_per_mm2 = 189
p_leak_nw = 0.674
ir_worst_vdd_uv = 96.7

[yosys]
top_cell_area_share_pct = 36.3
synth_cells = 89
yosys_warnings = 0
avgSynthCellArea_um2 = 5.58
synth_dominant_cell_count = nor2_1
synthTopCellsByArea = nor2_1 (36%), buf_4 (24%), nand4bb_1 (9.1%)
netlist-cell-type-count = 15
synth_area_um2 = 497
yosys-top-cells-count = nor2_1 (48), buf_4 (16), clkbuf_1 (5)
yosysCellCount = 89
yosys_area_um2 = 497
synth_seq_share_pct = 0
top_area_cell = nor2_1

[floorplanning]
dieArea_mm2 = 0.00640
initial_core_util_pct = 14.5
die_x_um = 80
ioPinCount = 70
rows = 21
die_h_um = 80
coreArea_mm2 = 0.00342

[global_route]
grt_max_degree = 10
first_global_vias = 947
grt_util_all_layers_pct = 9.83
grt_overflow = 0
grt_antenna_before_repair = 0
grt_pass1_wl_um = 5130

[flow_run]
cap_viol_max_count = 0
warnings = 34

[outcome]
status = complete, but fails checks
violations = setup timing

[placement]
place_area_mm2 = 0.00109
gp_congestion = 0.748
place_inst = 193
place_ws_ps = -915
port_buffers = 54
hpwlAfterDp_um = 2230

[hold_path]
hp-start = in2
hold_path.class = primary input to output pin

[clock_tree]
cts_hold_buf = 0

[final_timing]
post-route-min-period_ps = 1550
fin_tns_setup_ps = -1520
finalHoldViolations = 0
rsz0062_at_grt = yes
fmax_ghz = 0.644
setup_viol = 19
setup_slack_ps = -153
fin_crit_sh_pct = 111
final_max_slew_viol_count = 0
hold_ws_ps = 902
cell families (layout without fill, tap and decap cells):
family,Yosys count,after routing,synth area share [%]
other,1,16,0.755
buffers and inverters,24,87,32.2
and+or+nand+nor,64,65,67.0
where the power goes:
part / switching (mW) / leakage [nW] / total [mW] / internal [mW]
sequential: 0 / 0 / 0 / 0
combinational: 0.115 / 0.674 / 0.264 / 0.149
clock: 0 / 0 / 0 / 0
timing repair:
action                                  CTS  global route
endpoints found under the hold margin     0             0
endpoints found under the setup margin   48            42
buffers inserted                         19             2
gates cloned                              3             0
pin swaps                                46            38
gates resized                           196            56
area by class of cell:
type | instances | area [um^2]
Timing Repair Buffer | 87 | 727
Multi-Input combinational cell | 81 | 617
Fill cell | 347 | 2010
Tap cell | 46 | 57.6
layout by cell type, fill, tap and decap left out, drive strengths merged:
cell type	netlist	routed
dlygate4sd2	0	3
clkdlybuf4s15	0	5
nand2b	2	2
nand4	1	1
nand4bb	4	4
nand2	1	1
clkbuf	6	11
buf	18	68
nand4b	3	3
or4	1	1
nor2	48	48
or4b	3	3
or2	1	2
conb	1	16
worst min-delay path, stage by stage:
cell    delay (ps)
buf_12          80
or4b_4         120
nor2_1          30
buf_2          100
worst paths after layout:
| path | slack, ps | cells after the start | endpoint |
|---|---|---|---|
| worst max-delay path | -150 | 5 | out[52] |
| worst min-delay path | 900 | 4 | out[37] |
layer usage:
| layer | vias up | track usage, % | routed length (um) |
|---|---|---|---|
| li1 | 418 | - | - |
| met1 | 385 | 12.0 | 1240 |
| met2 | 41 | 16.5 | 1520 |
| met3 | 0 | 4.32 | 397 |
| met4 | 0 | 0 | 0 |
| met5 | - | 0 | 0 |
No activity file was given, so power comes from the tool's default toggle rates.
