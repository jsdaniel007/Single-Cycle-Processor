[design.v]
module fadder(inA, inB, Cin, Sout, Cout);
input wire inA, inB, Cin;
wire Y0, Y1, Y2;
output wire Cout, Sout;
xor #6 (Y0, inA, inB);
and #4 (Y1, inA, inB);
xor #6 (Sout, Y0, Cin);
or #4 (Cout, Y1, Y2);
and #4 (Y2, Cin, Y0);
endmodule  
module ripcarryadder(inA, inB, Cin, Sout, Cout);
	input wire [31:0] inA, inB;
	input wire Cin;
	wire [31:0] YCarryin, YCarryout;
	output wire [31:00] Sout;
	output wire Cout;
	fadder fad0(inA[0], inB[0], Cin, Sout[0], YCarryout[0]);
	fadder fad1(inA[1], inB[1], YCarryout[0], Sout[1], YCarryout[1]);
	fadder fad2(inA[2], inB[2], YCarryout[1], Sout[2], YCarryout[2]);
	fadder fad3(inA[3], inB[3], YCarryout[2], Sout[3], YCarryout[3]);
	fadder fad4(inA[4], inB[4], YCarryout[3], Sout[4], YCarryout[4]);
	fadder fad5(inA[5], inB[5], YCarryout[4], Sout[5], YCarryout[5]);
	fadder fad6(inA[6], inB[6], YCarryout[5], Sout[6], YCarryout[6]);
	fadder fad7(inA[7], inB[7], YCarryout[6], Sout[7], YCarryout[7]);
	fadder fad8(inA[8], inB[8], YCarryout[7], Sout[8], YCarryout[8]);
	fadder fad9(inA[9], inB[9], YCarryout[8], Sout[9], YCarryout[9]);
	fadder fad10(inA[10], inB[10], YCarryout[9], Sout[10], YCarryout[10]);
	fadder fad11(inA[11], inB[11], YCarryout[10], Sout[11], YCarryout[11]);
	fadder fad12(inA[12], inB[12], YCarryout[11], Sout[12], YCarryout[12]);
	fadder fad13(inA[13], inB[13], YCarryout[12], Sout[13], YCarryout[13]);
	fadder fad14(inA[14], inB[14], YCarryout[13], Sout[14], YCarryout[14]);
	fadder fad15(inA[15], inB[15], YCarryout[14], Sout[15], YCarryout[15]);
	fadder fad16(inA[16], inB[16], YCarryout[15], Sout[16], YCarryout[16]);
	fadder fad17(inA[17], inB[17], YCarryout[16], Sout[17], YCarryout[17]);
	fadder fad18(inA[18], inB[18], YCarryout[17], Sout[18], YCarryout[18]);
	fadder fad19(inA[19], inB[19], YCarryout[18], Sout[19], YCarryout[19]);
	fadder fad20(inA[20], inB[20], YCarryout[19], Sout[20], YCarryout[20]);
	fadder fad21(inA[21], inB[21], YCarryout[20], Sout[21], YCarryout[21]);
	fadder fad22(inA[22], inB[22], YCarryout[21], Sout[22], YCarryout[22]);
	fadder fad23(inA[23], inB[23], YCarryout[22], Sout[23], YCarryout[23]);
	fadder fad24(inA[24], inB[24], YCarryout[23], Sout[24], YCarryout[24]);
	fadder fad25(inA[25], inB[25], YCarryout[24], Sout[25], YCarryout[25]);
	fadder fad26(inA[26], inB[26], YCarryout[25], Sout[26], YCarryout[26]);
	fadder fad27(inA[27], inB[27], YCarryout[26], Sout[27], YCarryout[27]);
	fadder fad28(inA[28], inB[28], YCarryout[27], Sout[28], YCarryout[28]);
	fadder fad29(inA[29], inB[29], YCarryout[28], Sout[29], YCarryout[29]);
	fadder fad30(inA[30], inB[30], YCarryout[29], Sout[30], YCarryout[30]);
	fadder fad31(inA[31], inB[31], YCarryout[30], Sout[31], Cout);
endmodule  
[run.sh]
#!/bin/bash
# OpenROAD 26Q1-2900-gdf79404cd8, Yosys 0.63+post, stock flow scripts
make -C /OpenROAD-flow-scripts/flow DESIGN_CONFIG=/design/flow/config.mk WORK_HOME=/design/flow/orfs finish
[config.mk]
export PLATFORM = sky130hd
export DESIGN_NAME = ripcarryadder
export DESIGN_NICKNAME = ripcarryadder
export VERILOG_FILES = /design/flow/design.v
export SDC_FILE = /design/flow/constraint.sdc
export NUM_CORES = 4
export LEC_CHECK = 1
export CORE_AREA = 10 10 83 83
export DIE_AREA = 0 0 93 93
[constraint.sdc]
current_design ripcarryadder

set clk_period 25.0
set clk_io_pct 0.2

create_clock -name clk0 -period $clk_period

set non_clock_inputs [all_inputs -no_clocks]
set_input_delay [expr $clk_period * $clk_io_pct] -clock clk0 $non_clock_inputs
set_output_delay [expr $clk_period * $clk_io_pct] -clock clk0 [all_outputs]
==> out/metrics.yaml <==
avgSynthCellArea_um2: 11.6
area_delta_synth_final_pct: 87.3
ys_warn_count: 0
antenna_left: 0
groute.usage.overall: 0.0705
fin_tns_setup_ps: 0
drt_wl_total_um: 2950
grt_max_degree: 2
finalCritPeriodShare: 0.921
synth_area_um2: 948
regArea_um2: 0
outcome: "complete, no violations"
cts_resized: 0
tightest_slew_ps: 101
clock_buffers: 0
grt_overflow: 0
drc_errors: 0
post_drt_wl_per_cell_um: 13.5
grt_first_pass_wirelength_um: 4880
crit_fanout: 1
cp_common_cell: "fa_1"
yosys.area_share.xor_xnor: 0
antenna_found_initial: 0
min-delay-start: "Cin"
worstPathRequired_ps: 20000
pin_count: 98
dpl_cell_area_mm2: 0.00178
end_kind: "output pin"
min_period_ps: 23020
drt_pre_antenna_iters: 3
port_buffers: 98
ff_count: 0
num_vias: 745
setup_viol: 0
fa_ha_area_frac: 0.675
max_cap_violations: 0
ys_seq_frac: 0
total_leakage_power_nw: 0.713
slowest_stage: "clkdlybuf4s50_1"
first_iter_violations: 1
relSlewSlack: 0.932
die_h_um: 93
fp-row-count: 26
drive_above_1_share: 0
power_density_mw_per_mm2: 23.9
hold_viol: 0
ys_sh_simple: 0
ctsHoldBuffers: 0
postCtsSetupBuffers: 0
setup.worst_path.start_class: "primary input"
hpwl_um: 2980
rsz0062_at_grt: "false"
final_max_slew_viol_count: 0
gp_congestion: 0.832
yosys.stat.chipArea_um2: 948
die_area_mm2: 0.00865
min_path_type: "in -> out"
power_mw: 0.0425
viasPerCell: 3.42
antennaDiodeCount: 0
dieWidth_um: 93
logic_family: "adder cells"
warnings: 32
mux_share: 0
peakVddDrop_uv: 9.73
aoi_share: 0
fp_util: 0.185
synth.distinct_cells: 3
crit_path_max_incr_delay_ps: 460
startpoint: "inA[0]"
grt_pass1_vias: 979
ys_cells: 82
design.core.area_mm2: 0.00514
postLayoutCoreUtil: 0.346
syn_inst: 82
whs_ps: 11050
final_area_mm2: 0.00178
critPathKind: "in -> out"
max_freq_mhz: 43.4
arrival_ps: 18020
[cells in the mapped netlist]
library cell   n  area (µm²)
buf_4         32         240
fa_1          32         641
inv_1         18        67.6
[worst paths after layout]
path | to | slack, ps | depth (start not counted)
worst max-delay path | Sout[31] | 1980 | 40
worst min-delay path | Sout[0] | 11050 | 5
[critical path, delay by kind of cell]
family	cells	cell delay [ps]
adders and majority gates	32	11770
buffers and inverters	8	1240
[kinds of logic (layout without fill, tap and decap cells)]
logic type / count (synthesis) / after routing
adder cells (fa/ha/maj): 32 / 32
buffers and inverters: 50 / 116
[power by group]
part	internal (mW)	switching [mW]	leakage, nW
sequential	0	0	0
combinational	0.0316	0.0109	0.713
clock	0	0	0
total	0.0316	0.0109	0.713
[metrics by stage]
step	cells	setup slack [ps]
2_1_floorplan	82	3160
3_3_place_gp	218	1880
3_5_place_dp	218	1900
4_1_cts	218	1840
5_1_grt	218	1420
6_report	218	1980
[final cells by class]
| cell class | instances | area (µm²) |
|---|---|---|
| Inverter | 18 | 67.6 |
| Timing Repair Buffer | 98 | 981 |
| Tap cell | 70 | 87.6 |
| Fill cell | 558 | 3360 |
| Multi-Input combinational cell | 32 | 641 |
[per-layer routing]
metal	wire length, µm	vias to the layer above	global-route usage
met4	0	0	0
met1	1180	340	0.0909
met5	0	-	0
met3	655	0	0.0565
met2	1120	77	0.0970
li1	-	328	-
[cells in the final DEF (no fill, tap or decap), drive strengths merged]
cell type,n
clkdlybuf4s50,98
inv,18
fa,32
Power is estimated from default activity; no workload was simulated.
