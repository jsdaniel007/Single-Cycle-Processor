[flow/design.v]
module mux21 (inA, inB, inS, outO);
input wire inA,  
	inB,  
	inS;  
wire Snot;  
wire T1, T2;  
output wire outO;
not #1 (Snot, inS);
and #4 (T1, inA, Snot);  
and #4 (T2, inB, inS);  
or #4 (outO, T1, T2);  
endmodule  
module mux32 (inA, inB, inS, outO);
    input wire [31:0] inA;
    input wire [31:0] inB;
    input wire inS;
    output wire [31:0] outO;
    initial begin
    end
    mux21 mux0(inA[0], inB[0], inS, outO[0]);
    mux21 mux1(inA[1], inB[1], inS, outO[1]);
    mux21 mux2(inA[2], inB[2], inS, outO[2]);
    mux21 mux3(inA[3], inB[3], inS, outO[3]);
    mux21 mux4(inA[4], inB[4], inS, outO[4]);
    mux21 mux5(inA[5], inB[5], inS, outO[5]);
    mux21 mux6(inA[6], inB[6], inS, outO[6]);
    mux21 mux7(inA[7], inB[7], inS, outO[7]);
    mux21 mux8(inA[8], inB[8], inS, outO[8]);
    mux21 mux9(inA[9], inB[9], inS, outO[9]);
    mux21 mux10(inA[10], inB[10], inS, outO[10]);
    mux21 mux11(inA[11], inB[11], inS, outO[11]);
    mux21 mux12(inA[12], inB[12], inS, outO[12]);
    mux21 mux13(inA[13], inB[13], inS, outO[13]);
    mux21 mux14(inA[14], inB[14], inS, outO[14]);
    mux21 mux15(inA[15], inB[15], inS, outO[15]);
    mux21 mux16(inA[16], inB[16], inS, outO[16]);
    mux21 mux17(inA[17], inB[17], inS, outO[17]);
    mux21 mux18(inA[18], inB[18], inS, outO[18]);
    mux21 mux19(inA[19], inB[19], inS, outO[19]);
    mux21 mux20(inA[20], inB[20], inS, outO[20]);
    mux21 mux21(inA[21], inB[21], inS, outO[21]);
    mux21 mux22(inA[22], inB[22], inS, outO[22]);
    mux21 mux23(inA[23], inB[23], inS, outO[23]);
    mux21 mux24(inA[24], inB[24], inS, outO[24]);
    mux21 mux25(inA[25], inB[25], inS, outO[25]);
    mux21 mux26(inA[26], inB[26], inS, outO[26]);
    mux21 mux27(inA[27], inB[27], inS, outO[27]);
    mux21 mux28(inA[28], inB[28], inS, outO[28]);
    mux21 mux29(inA[29], inB[29], inS, outO[29]);
    mux21 mux30(inA[30], inB[30], inS, outO[30]);
    mux21 mux31(inA[31], inB[31], inS, outO[31]);
endmodule  
[flow/run.sh]
#!/bin/bash
# OpenROAD 26Q1-2900-gdf79404cd8, Yosys 0.63+post, stock flow scripts
make -C /OpenROAD-flow-scripts/flow DESIGN_CONFIG=/design/flow/config.mk WORK_HOME=/design/flow/orfs finish
[flow/config.mk]
export PLATFORM = sky130hd
export DESIGN_NAME = mux32
export DESIGN_NICKNAME = mux32
export VERILOG_FILES = /design/flow/design.v
export SDC_FILE = /design/flow/constraint.sdc
export NUM_CORES = 4
export LEC_CHECK = 1
export CORE_AREA = 10 10 71 71
export DIE_AREA = 0 0 81 81
[flow/constraint.sdc]
current_design mux32

set clk_period 1.0
set clk_io_pct 0.2

create_clock -name clk0 -period $clk_period

set non_clock_inputs [all_inputs -no_clocks]
set_input_delay [expr $clk_period * $clk_io_pct] -clock clk0 $non_clock_inputs
set_output_delay [expr $clk_period * $clk_io_pct] -clock clk0 [all_outputs]
==> impl_metrics.env <==
# implementation run metrics
export IMPL_xor_share_pct=0
export IMPL_routedWlPerCell_um=13.9
export IMPL_antenna_cells=0
export IMPL_p_per_area_nw_per_um2=399
export IMPL_wirelength_um=2650
export IMPL_yosys_mux_area_fraction_pct=60.3
export IMPL_die_height_um=81
export IMPL_crit_type="in -> out"
export IMPL_timing_hold_worst_class="in -> out"
export IMPL_crit_path_start_kind="input pin"
export IMPL_final_min_period_over_clock_period_pct=118
export IMPL_leakage_nw=0.920
export IMPL_hold_violations=0
export IMPL_hpwl_um=2370
export IMPL_yosys_top_cells_count="buf_4, mux2_4, buf_12, mux2_2, buf_6"
export IMPL_report_final_slew_viol_count=0
export IMPL_finalWeightedCongestion=0.799
export IMPL_core_sq_um=3630
export IMPL_synth_adder_area_share_pct=0
export IMPL_io_pins=97
export IMPL_detail_route_vias_per_cell=3.69
export IMPL_min_period_ps=1180
export IMPL_mappedNetlistArea_sq_um=785
export IMPL_synth_area_per_cell_sq_um=11.5
export IMPL_drt_pass1_iter_count=2
export IMPL_max_slew_worst_pin_slew_ps=72.0
export IMPL_worst_endpoint_required_ps=800
export IMPL_area_sequential_sq_um=0
export IMPL_timing_critical_path_max_delay_family="buffers and inverters"
export IMPL_final_antenna_net_count=0
export IMPL_tool_warnings=35
export IMPL_preCtsSetupSlack_ps=-498
export IMPL_final_layout_size_suffix_gt1_share_pct=55.2
export IMPL_groute_usage_overall_pct=7.52
export IMPL_synth_sequential_area_ratio_pct=0
export IMPL_ctsHoldBuffers=0
export IMPL_netlist_instances=68
export IMPL_drv_max_cap_violation_count=0
export IMPL_use_met3_pct=4.79
export IMPL_post_route_drc_count=0
export IMPL_grt_pass1_vias=770
export IMPL_max_stage_delay_ps=410
export IMPL_die_area_sq_um=6560
export IMPL_netlist_top_cell_by_area="mux2_4"
export IMPL_syn_to_final_growth_pct=115
export IMPL_nClkBuffers=0
export IMPL_grt_util_met2_pct=12.9
export IMPL_yosysTopAreaCellShare_pct=57.4
export IMPL_antenna_found_initial=0
export IMPL_fp_util_pct=21.6
export IMPL_numSequentialCells=0
export IMPL_setup_repair_after_global_routing_missed_its_margin="yes"
export IMPL_grt_overflow_total=0
export IMPL_grt_start_max_net_pins=9
export IMPL_initialDrtViolationCount=2
export IMPL_placementRows=22
export IMPL_synth_yosys_warnings=1
export IMPL_critical_path_slowest_cell="clkdlybuf4s50_1"
export IMPL_final_cell_count_no_fill=191
export IMPL_synth_cells_yosys=68
export IMPL_simple_gate_share_of_the_synthesized_area_pct=0
export IMPL_critical_path_n_buffers_inverters=2
export IMPL_final_hold_worst_slack_ps=694
export IMPL_dp_cells=180
export IMPL_synth_comb_largest_family="multiplexers"
export IMPL_grt_first_pass_wirelength_um=3950
export IMPL_most_popular_library_cell_in_the_synthesized_design_by_count="buf_4"
export IMPL_netlist_cell_type_count=5
export IMPL_timing_critical_path_to_type="output port"
export IMPL_io_buffers=97
export IMPL_timing_final_setup_violations=32
export IMPL_grt_busiest_layer="met2"
export IMPL_outcome="complete, but fails checks"
export IMPL_max_freq_mhz=849
export IMPL_vias=705
export IMPL_post_synth_ao_oa_area_fraction_pct=0
export IMPL_worst_path_max_fanout=1
export IMPL_synthTopCellsByArea="mux2_4, buf_4, buf_12"
export IMPL_cp_data_arrival_time_ps=980
export IMPL_power_ir_vdd_worst_v=0.000183
export IMPL_crit_chain="clkdlybuf4s50_1 -> mux2_4 -> buf_6"
export IMPL_die_width_um=81
export IMPL_post_route_worst_setup_slack_ps=-177
export IMPL_max_slew_margin_pct=95.2
export IMPL_failed_checks="setup timing"
export IMPL_synth_chip_area_sq_um=785
export IMPL_grt_util_met1_pct=8.18
where the power goes:
part / switching [mW] / leakage, nW / total, mW / internal, mW
sequential: 0 / 0 / 0 / 0
clock: 0 / 0 / 0 / 0
combinational: 0.141 / 0.920 / 0.672 / 0.532
per-stage QoR:
stage	utilization (%)	total power, mW	area, sq um	TNS (ps)
floorplan	-	0.413	906	-1450
global placement	42.6	0.656	1550	-15390
detailed placement	42.6	0.660	1550	-15430
CTS	44.4	0.654	1610	-4210
global route	46.4	0.717	1690	-4640
finish	46.4	0.672	1690	-4050
final cells by class:
| cell class | instances | area (sq um) |
|---|---|---|
| fill | 344 | 1950 |
| timing repair buffer | 111 | 1140 |
| multi-input combinational | 32 | 480 |
| tap | 48 | 60.1 |
final timing paths:
| check | start | end | slack (ps) | cells past startpoint |
|---|---|---|---|---|
| max | inB[25] | outO[25] | -180 | 3 |
| min | inA[25] | outO[25] | 690 | 3 |
routing by layer:
layer  share of wire (%)  vias to the layer above
met5                   0                        -
met4                   0                        0
met3                  15                        0
met2                  50                       47
met1                  35                      306
li1                    -                      352
cell families after synthesis:
logic type	after synthesis
buffers and inverters	36
muxes	32
cells in the final DEF (no fill, tap or decap):
cell / instances
buf_16: 1
mux2_4: 32
dlygate4sd2_1: 44
clkdlybuf4s50_1: 14
buf_6: 33
buf_2: 6
buf_12: 5
buf_4: 2
dlymetal6s2s_1: 6
repair_timing:
action / in CTS / in global routing
resized: 171 / 15
setup endpoints to repair: 32 / 32
setup buffers: 10 / 0
cloned: 1 / 0
Power is estimated from default activity; no workload was simulated.
